==> /design/flow/design.v <==
`timescale 1ns / 1ps
module KAG #(parameter m=3)(
    input clk,rstn,
    input [6:0]addr,  
    input [(m*m)-1:0] kernel,  
    output out
    );
    reg k_mem[0:(m*m)-1];  
    integer i;
    always @(negedge clk or negedge rstn)
     begin
        if(!rstn)
            begin
              for (i=0; i<=m*m-1; i=i+1)begin  
                 k_mem[i]= 0;
              end
            end
        else
            begin 
              for (i=0; i<=(m*m)-1; i=i+1)begin
                 k_mem[i]= kernel[i];
              end
            end
     end
     assign out = k_mem[addr];  
endmodule
==> /design/flow/run.sh <==
#!/bin/bash
# OpenROAD 26Q1-2900-gdf79404cd8, Yosys 0.63+post, stock flow scripts
make -C /OpenROAD-flow-scripts/flow DESIGN_CONFIG=/design/flow/config.mk WORK_HOME=/design/flow/orfs finish
==> /design/flow/config.mk <==
export PLATFORM = sky130hd
export DESIGN_NAME = KAG
export DESIGN_NICKNAME = KAG
export VERILOG_FILES = /design/flow/design.v
export SDC_FILE = /design/flow/constraint.sdc
export NUM_CORES = 4
export LEC_CHECK = 1
export CORE_AREA = 10 10 70 70
export DIE_AREA = 0 0 80 80
==> /design/flow/constraint.sdc <==
current_design KAG

set clk_period 1.4
set clk_io_pct 0.2

create_clock -name clk0 -period $clk_period [get_ports {clk}]

set non_clock_inputs [all_inputs -no_clocks]
set_input_delay [expr $clk_period * $clk_io_pct] -clock clk0 $non_clock_inputs
set_output_delay [expr $clk_period * $clk_io_pct] -clock clk0 [all_outputs]
==> results_tabular.tex <==
% Yosys + OpenROAD metrics
\begin{tabular}{lr}
\hline
Metric & Value \\
\hline
\multicolumn{2}{l}{\textbf{Die}} \\
\quad Fp util & 9.93\% \\
\quad Die Width & 80 um \\
\quad Vert. Die Dim & 80 um \\
\quad Placeable Area & 3420 um2 \\
\quad Row count & 21 \\
\quad Number of placed I/O pins & 19 \\
\quad Die area & $\sim$6400 um2 \\
\multicolumn{2}{l}{\textbf{Global route}} \\
\quad Pin count of the biggest net entering global routing & 10 \\
\quad Number of antenna violations at the first check in global routing & 0 \\
\quad Via count of the first global-routing pass & 305 \\
\quad Total Routing Usage GR & 2.66\% \\
\quad Total grt overflow & 0 \\
\quad Wire length of the first global-routing pass & 1300 um \\
\multicolumn{2}{l}{\textbf{Power and ir drop}} \\
\quad Total net switching power & 111 uW \\
\quad Relative contribution of the clock network to total power & around 33\% \\
\quad P per Cell Area & 878 nW/um2 \\
\quad Switching share of power & 19.8\% \\
\quad Share of total power in combinational logic & between 15 and 20\% \\
\quad Cell leakage power & 0.000246 uW \\
\quad Power share of the sequential group & roughly 50\% \\
\quad Internal power contribution & between 400 and 500 uW \\
\quad Worst supply voltage drop on vdd & 0.163 mV \\
\multicolumn{2}{l}{\textbf{Setup path}} \\
\quad Kind of critical path & reg2out \\
\quad Crit path required time & 1120 ps \\
\quad Crit path max-delay cell type & or3b\_4 \\
\quad Cell-by-cell listing of the critical path & or3b\_4 > o31ai\_4 > nor3\_1 > o31ai\_1 > buf\_2 \\
\quad Max stage delay on crit path & 380 ps \\
\quad Worst Setup SP & k\_mem[2] \\
\quad Arr. time, crit path & 2220 ps \\
\quad Startpoint Class & flip-flop \\
\quad Largest fanout of any net on the critical path & 1 \\
\quad Kind of end point of the critical path & output pin \\
\multicolumn{2}{l}{\textbf{Final timing}} \\
\quad Least-Margin Pin Slew & 285 ps \\
\quad Relative slew slack & between 80 and 90\% \\
\quad Final Hold Violation Tally & 0 \\
\quad Unrepaired setup endpoints after global routing & true \\
\quad Setup-failing EPs final & 1 \\
\quad Max-slew violation count & 0 \\
\quad Worst-case setup margin in the final layout & -1100 ps \\
\multicolumn{2}{l}{\textbf{Synth}} \\
\quad Number of storage elements in the synthesis netlist & 9 \\
\quad Synth warn & 2 \\
\quad Post-Synthesis Cell Area & 339 um2 \\
\quad Fraction of the yosys area taken by sequential cells & 66.4\% \\
\quad Largest combinational cell category by area & simple AND/OR/NAND/NOR gates \\
\quad Yosys Instances & 24 \\
\quad Cells after synthesis & 24 \\
\quad Syn avg cell area & 14.1 um2 \\
\quad Simple-Gate Fraction of Synth Area & roughly 13\% \\
\quad Fraction of the mapped netlist area in compound gates & 10.3\% \\
\quad Area share of xor/xnor cells in the synthesized design & 0\% \\
\quad Number of distinct library cell variants in the gate-level netlist after synthesis & 13 \\
\quad Chip area estimate from yosys synthesis & 339 um2 \\
\quad Adder-Cell Fraction of Synth Area & 0\% \\
\quad Mux contribution to synthesized area & 9.23\% \\
\multicolumn{2}{l}{\textbf{Detailed routing}} \\
\quad Antenna fix cells & 0 \\
\quad Iteration tally of the first detailed-router pass & 2 \\
\quad Average vias per placed instance & roughly 2.9 \\
\quad Detail Route Antenna Nets & 0 \\
\quad Total wire length & around 840 um \\
\quad Count of vias placed by the detailed router & 272 \\
\quad Detailed-route DRC error count & 0 \\
\quad Wire per inst & 9.04 um \\
\quad Starting DRC count in detailed routing & 2 \\
\multicolumn{2}{l}{\textbf{Placed design}} \\
\quad Cell Area, Placed & 592 um2 \\
\quad Number of placed instances, taps included & 89 \\
\quad Gp weighted congestion & 0.710 \\
\quad Number of buffers inserted by port buffering & 15 \\
\multicolumn{2}{l}{\textbf{Final layout}} \\
\quad Flip-flop count of the largest register after layout & 9 \\
\quad Share of final-layout standard cells stronger than drive strength 1 & 29.8\% \\
\quad Synth-to-Final Area Change & 87.8\% \\
\quad Footprint of the flip-flops and latches & 225 um2 \\
\quad Post-route cell area & 637 um2 \\
\quad Total area of multi-input combinational cells & 136 um2 \\
\quad Number of fillers in the final layout & 380 \\
\quad Post-layout instance count excluding filler cells & a little over 90 \\
\multicolumn{2}{l}{\textbf{Outcome}} \\
\quad Outcome & complete, but fails checks \\
\quad Violated checks & negative setup slack \\
\multicolumn{2}{l}{\textbf{Flow run}} \\
\quad Stage-log warning count & 31 \\
\quad Reported max-cap violation count & 0 \\
\multicolumn{2}{l}{\textbf{Clock tree}} \\
\quad TritonCTS clock tree & yes \\
\quad Clock Pin Slew Worst Setup and Hold Paths & around 40 ps \\
\quad Sink count of the clock tree & 9 \\
\quad H-tree levels & 1 \\
\quad Clock buffer depth & 2 \\
\quad Hold bufs inserted after CTS & 0 \\
\quad TritonCTS Buffers & 3 \\
\quad CTS Root Buffer Type & clkbuf\_4 \\
\multicolumn{2}{l}{\textbf{Hold path}} \\
\quad Type of the most critical hold path & in2async \\
\hline
\end{tabular}
==> metrics by stage <==
stage | setup slack, ps | setup TNS (ps) | total power (uW) | utilization [%] | hold slack [ps]
finish | -1100 | -1100 | 559 | 18.6 | 922
floorplan | -577 | -577 | 303 | - | 576
global placement | -1210 | -2560 | 376 | 17.3 | 1200
global route | -1160 | -1160 | 605 | 18.6 | 918
CTS | -1110 | -1110 | 562 | 18.1 | 923
detailed placement | -1200 | -2540 | 376 | 17.3 | 1200
==> critical path: cells and delay by family, from the launching register on <==
kind	cells	cell delay, ps
and+or+nand+nor	2	460
DFF	1	370
buffers and inverters	1	140
AOI/OAI and AO/OA	2	290
==> cell families (layout without fill, tap and decap cells) <==
kind of cell	Yosys count	after routing
buf+inv	1	24
mux	3	3
flops	9	9
compound gates	4	4
simple gates	7	7
==> cells in the mapped netlist (all sizes together) <==
| cell type | count | area (um2) |
|---|---|---|
| nor4 | 1 | 6.26 |
| mux2 | 1 | 11.3 |
| mux2i | 2 | 20.0 |
| dfrtn | 9 | 225 |
| o31ai | 2 | 15.0 |
| or3b | 1 | 8.76 |
| nor4b | 1 | 8.76 |
| nor3 | 2 | 10.0 |
| nor2b | 1 | 6.26 |
| nand2 | 1 | 3.75 |
| a2111oi | 1 | 15.0 |
| inv | 1 | 3.75 |
| a21oi | 1 | 5.00 |
==> cell usage in the layout (no fill, tap or decap) <==
cell / n
a2111oi_2: 1
a21oi_2: 1
buf_12: 1
buf_2: 1
buf_4: 3
clkbuf_1: 1
clkbuf_4: 3
clkdlybuf4s50_1: 14
dfrtn_1: 9
inv_1: 1
mux2_2: 1
mux2i_1: 2
nand2_1: 1
nor2b_1: 1
nor3_1: 2
nor4_1: 1
nor4b_2: 1
o31ai_1: 1
o31ai_4: 1
or3b_4: 1
==> power groups by stage <==
stage	Sequential [uW]	Combinational, uW	Clock [uW]
4_1_cts	279	92.1	191
5_1_grt	281	104	220
6_report	280	96.7	183
==> metal layers <==
layer,vias to the layer above,global-route usage (%),share of wire [%]
li1,135,-,-
met3,4,1.70,11
met5,-,0,0
met4,0,0.880,2.6
met2,9,4.65,51
met1,124,2.44,36
==> path summary, 6_finish.rpt <==
check	endpoint	slack, ps	depth (start not counted)
worst max-delay path	out	-1100	5
worst min-delay path	k_mem[2]	920	2
max in group asynchronous	k_mem[5]	350	2
min in group clk0	k_mem[3]	1090	1
==> cell type report <==
class,count,area share [%]
clock buffers,4,4.13
inverters,1,0.589
multi-input cells,14,21.4
flip-flops and latches,9,35.4
well taps,46,9.04
repair buffers,19,29.5
==> what timing repair did <==
item	CTS	global route
pin swaps	2	2
resized	4	3
setup endpoints to repair	1	1
setup buffers	0	0
Power and IR drop assume default switching activity.
