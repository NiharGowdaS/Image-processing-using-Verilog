**/design/flow/constraint.sdc**
```tcl
current_design IAG

set clk_period 14.2
set clk_io_pct 0.2

create_clock -name clk0 -period $clk_period [get_ports {clk}]

set non_clock_inputs [all_inputs -no_clocks]
set_input_delay [expr $clk_period * $clk_io_pct] -clock clk0 $non_clock_inputs
set_output_delay [expr $clk_period * $clk_io_pct] -clock clk0 [all_outputs]
```
**/design/flow/run.sh**
```bash
#!/bin/bash
# OpenROAD 26Q1-2900-gdf79404cd8, Yosys 0.63+post, stock flow scripts
make -C /OpenROAD-flow-scripts/flow DESIGN_CONFIG=/design/flow/config.mk WORK_HOME=/design/flow/orfs finish
```
**/design/flow/config.mk**
```make
export PLATFORM = sky130hd
export DESIGN_NAME = IAG
export DESIGN_NICKNAME = IAG
export VERILOG_FILES = /design/flow/design.v
export SDC_FILE = /design/flow/constraint.sdc
export NUM_CORES = 4
export LEC_CHECK = 1
export CORE_UTILIZATION = 40
```
**/design/flow/design.v**
```verilog
`timescale 1ns / 1ps
module IAG #(parameter w=220, h=220)(
    input clk,rstn,fetch,slide,
    input [3:0] m,
    input [9:0]pixel_count,
    output wire [15:0]img_addr,
    output reg [15:0]res_addr,
    output reg ker_complete,conv_complete
    );
    reg [15:0]base_addr;
    reg [9:0]offset;
    reg [9:0]col_offset, row_offset;
    reg [9:0]col_addr;
    initial conv_complete=0;
    always @(negedge clk)
    begin
        if(!rstn)
         begin
            base_addr =0;
            offset=0;
            col_offset=0;
            row_offset=0;
            col_addr=1;
          end
        else if(fetch)
            begin
            base_addr = (w*row_offset)+col_offset;
            ker_complete=0;
            if(pixel_count==0)offset=0;
            else
                begin
                if(col_addr<m)
                     begin
                       offset = offset+1;
                       col_addr=col_addr+1; 
                     end
                else if(col_addr==(m))
                     begin
                        offset = offset+(w-m+1);
                        col_addr=1; 
                     end
                end
            if(pixel_count==(((m*m)-1)/2))res_addr=base_addr+offset;
            end
            if(fetch==0)
                begin
                col_addr=1;
                offset=0;
                base_addr = (w*row_offset)+col_offset;
                end
            if(slide)
            begin
                if(col_offset<w-m+1)
                col_offset = col_offset+1;
                else if(row_offset<h-m+1)
                begin
                col_offset = 0;
                row_offset = row_offset+1;
                end
            else
                conv_complete=1;
            end
    end
    assign img_addr = base_addr+offset;
endmodule
```
==> flow_summary.toml <==
# implementation run metrics
[outcome]
status = "complete, no violations"

[cells_and_area]
logic_area_mm2 = 0.00637
drive_gt1_frac = 0.160
stdcell_area_mm2 = 0.0109
nFillCells = 1865
final_core_util = 0.532
register_area_mm2 = 0.00163
syn_to_final_growth_pct = 29.1

[die]
chip_area_mm2 = 0.0216
boundaryPins = 52
core_area_mm2 = 0.0204
die_w_um = 147
fp_util = 0.412
die_h_um = 147
placementRows = 52

[drt]
wl_per_cell_um = 13.2
route.detailed.drc = 0
vias = 7367
vias_per_cell = 4.90
dr.pass1.iters = 4
ant_nets = 0
drtIter0Drc = 273
antenna_cells = 0
drt_wl_total_um = 19900

[global_routing]
grt_start_max_net_pins = 20
use_met3 = 0.0536
grt_use_met2 = 0.283
grt.total_usage = 0.199
met1_usage = 0.302
antenna_found_initial = 0
busiest_layer = "met1"
grt-ovfl-total = 0
grt_pass1_wl_um = 33400
grt_pass1_vias = 7073

[sta]
clock_skew_ns = 0.0130
postLayoutSetupSlackWorst_ns = 0.205
timing.setup.tns_ns = 0
worstMarginPinSlew_ns = 0.689
setup_viol = 0
drv_slew = 0
rsz0062_at_grt = "false"
relSlewSlack = 0.539
hold_viol_final = 0

[clock_network]
clkLatencyLatePin_ns = 0.41
h-tree-depth = 3
clk_pin_slew_ns = 0.03
cts_root_buf = "clkbuf_16"
cts_buffers = 9
clock_path_buffers = 2
cts_tree = "built"
cts.sinks = 73

[power_and_ir_drop]
ir_drop_mv = 0.0432
p_per_area_mw_per_mm2 = 55.8
p_leak_nw = 5.67
power.total_mw = 0.607

[setup_path]
critPathCaptureType = "register"
cp.required_ns = 7.41
crit_arrival_ns = 7.21
path_class = "input pin to register"
regToRegStartpoint = "row_offset[2]$_DFF_N_"
crit_fanout = 6
reg2reg_depth = 21
r2r_end = "res_addr[15]$_DFFE_NP_"
ff2ff_setup_slack_ns = 8.47
worstSetupStartpointType = "input pin"

[synth]
syn-instance-count = 979
yosys.cell_types.count = 71
ys_cells = 979
synth-edff-count = 17
synth-main-ff-cell = "dfxtp_1"
yosysWarnings = 1
ys_ff = 73
ys_top_cells_by_area = "ha_1, dfxtp_1, fa_1"
ys_chip_area_mm2 = 0.00842
synthArstFlopShare = 0
syn_area_per_cell_um2 = 8.60
top_cell_area_share = 0.187
netlist_area_mm2 = 0.00842
yosysTopAreaCell = "ha_1"
postSynthSeqShare = 0.194

[place]
place_congestion = 0.913
hpwl_um = 16500
numPortBuffers = 50
placed_area_mm2 = 0.0102
dp_slack_ns = -0.602

[worst_hold_path]
hold_end = "col_addr[9]$_SDFFE_NN0P_"
hold_depth = 1
hp-start = "col_addr[9]$_SDFFE_NN0P_"
hold_path.class = "register to register"

[job]
max_cap_violations = 0
tool_warnings = 103
-- registers in the layout (all words and copies together), names as in the netlist --
register	count
base_addr	16
col_addr	10
col_offset	10
conv_complete	1
offset	10
res_addr	16
row_offset	10
-- kinds of logic after synthesis --
kind of cell | share of synthesized area
muxes | 0.00371
other | 0.000892
buffers and inverters | 0.0668
DFF | 0.194
xor gates and xnor gates | 0.106
and+or+nand+nor | 0.170
AOI/OAI and AO/OA | 0.158
adders and majority gates | 0.301
-- per-stage QoR --
stage          std cells  hold slack, ns
2_1_floorplan        979           0.430
3_3_place_gp        1410           0.443
3_5_place_dp        1410           0.447
4_1_cts             1500           0.460
5_1_grt             1502           0.469
6_report            1502           0.456
-- Yosys cell counts (all sizes together), types with 3 or more instances --
| cell | n |
|---|---|
| nand2 | 57 |
| nand4 | 8 |
| ha | 126 |
| o311ai | 3 |
| nand3 | 25 |
| o211ai | 5 |
| o21bai | 8 |
| nor4 | 7 |
| nor2b | 11 |
| a21o | 15 |
| nand2b | 5 |
| edfxtp | 17 |
| and2 | 29 |
| nor2 | 55 |
| nor3 | 28 |
| a21boi | 7 |
| o31ai | 3 |
| nor3b | 3 |
| o21a | 11 |
| nor4b | 4 |
| inv | 134 |
| and3 | 18 |
| xor2 | 26 |
| clkbuf | 14 |
| dfxtp | 56 |
| xnor2 | 76 |
| a31oi | 6 |
| o31a | 4 |
| a211oi | 7 |
| fa | 48 |
| o21ai | 44 |
| o22ai | 6 |
| or3 | 7 |
| or2 | 13 |
| o32ai | 3 |
| a211o | 3 |
| a21oi | 54 |
-- cell usage in the layout (no fill, tap or decap), types with 25 or more instances in the layout --
cell,netlist,routed
nor3_1,27,26
dfxtp_1,56,56
fa_1,48,48
nor2_1,55,54
xor2_1,26,26
and2_1,27,25
buf_4,1,129
clkdlybuf4s50_1,0,48
ha_1,126,123
nand3_1,25,25
inv_1,134,205
xnor2_1,76,76
o21ai_0,43,38
a21oi_1,54,49
nand2_1,57,57
-- worst max-delay path by stage --
| stage | cells past startpoint | endpoint | slack, ns | start |
|---|---|---|---|---|
| after CTS | 23 | res_addr[15]$_DFFE_NP_ | 0.04 | m[1] |
| after global routing | 17 | base_addr[15]$_DFF_N_ | 0.001 | rstn |
| final | 17 | base_addr[15]$_DFF_N_ | 0.20 | rstn |
-- worst max-delay path: stages --
cell	delay (ns)
clkdlybuf4s50_1	0.40
buf_4	0.16
and2_2	0.22
fa_1	0.54
inv_1	0.05
fa_1	0.46
fa_1	0.54
inv_1	0.04
ha_1	0.33
o21a_1	0.18
o31a_1	0.13
o31a_1	0.29
a21oi_1	0.18
and3_1	0.26
nand2_1	0.08
or3_1	0.35
o221ai_1	0.16
-- final cells by class --
type / instances / area share
Clock buffer: 9 / 0.0207
Multi-Input combinational cell: 757 / 0.586
Timing Repair Buffer: 180 / 0.137
Sequential cell: 73 / 0.150
Inverter: 133 / 0.0459
Clock inverter: 80 / 0.0299
Tap cell: 270 / 0.0311
-- power breakdown --
group	switching [mW]	internal (mW)	leakage, nW	total (mW)
clock	0.154	0.148	0.533	0.301
sequential	0.00314	0.216	0.594	0.219
combinational	0.0423	0.0437	4.54	0.0860
total	0.199	0.408	5.67	0.607
-- timing repair --
item / 4_1_cts / 5_1_grt
endpoints found under the setup margin: 3 / 11
buffers inserted: 2 / 2
gates resized: 5 / 34
hold endpoints to repair: 0 / 0
hold buffers: 0 / 0
pin swaps: 5 / 22
-- per-layer routing --
metal,vias up,part of all wire,wire length (µm)
met5,-,0,0
met4,0,0.018,363
met3,32,0.054,1070
met2,121,0.42,8270
met1,3327,0.51,10200
li1,3887,-,-
Power and IR drop assume default switching activity.
